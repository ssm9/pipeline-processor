File: ./config.mk
export PLATFORM = sky130hd
export DESIGN_NAME = ALU
export DESIGN_NICKNAME = ALU
export VERILOG_FILES = /design/flow/design.v
export SDC_FILE = /design/flow/constraint.sdc
export NUM_CORES = 4
export LEC_CHECK = 1
export CORE_UTILIZATION = 40
File: ./constraint.sdc
current_design ALU

set clk_period 15.6
set clk_io_pct 0.2

create_clock -name clk0 -period $clk_period

set non_clock_inputs [all_inputs -no_clocks]
set_input_delay [expr $clk_period * $clk_io_pct] -clock clk0 $non_clock_inputs
set_output_delay [expr $clk_period * $clk_io_pct] -clock clk0 [all_outputs]
File: ./design.v
module ALU(operand1, operand2, ALU_op, ALU_out, cond_flag);
	parameter BIT_WIDTH = 32;
	parameter OP_BITS = 5;
	parameter COND_BITS = 1;
	input signed [BIT_WIDTH - 1 : 0] operand1;
	input signed [BIT_WIDTH - 1 : 0] operand2;
	input [OP_BITS - 1 : 0] ALU_op;
	output signed [BIT_WIDTH - 1 : 0] ALU_out;
	output [COND_BITS - 1 : 0] cond_flag;
	reg [BIT_WIDTH - 1 : 0] ALU_out_temp;
	reg [COND_BITS - 1 : 0] cond_flag_temp;
	always @ (*) begin
		ALU_out_temp = 0;
		cond_flag_temp = 0;
		case (ALU_op)
			5'b00000: begin
				ALU_out_temp = (operand1 + operand2);
			end
			5'b00001: begin
				ALU_out_temp = (operand1 - operand2);
			end
			5'b00010: begin
				ALU_out_temp = (operand1 & operand2);
			end
			5'b00011: begin
				ALU_out_temp = (operand1 | operand2);
			end
			5'b00100: begin
				ALU_out_temp = (operand1 ^ operand2);
			end
			5'b00101: begin
				ALU_out_temp = ~(operand1 & operand2);
			end
			5'b00110: begin
				ALU_out_temp = ~(operand1 | operand2);
			end
			5'b00111: begin
				ALU_out_temp = ~(operand1 ^ operand2);
			end
			5'b01000: begin
				ALU_out_temp[31 : 16] = operand2[15 : 0];
			end
			5'b01001: begin
				ALU_out_temp = 0;
				cond_flag_temp = 0;
			end
			5'b01010: begin
				ALU_out_temp = (operand1 == operand2) ? 1 : 0;
				cond_flag_temp = (operand1 == operand2) ? 1 : 0;
			end
			5'b01011: begin
				ALU_out_temp = (operand1 < operand2) ? 1 : 0;
				cond_flag_temp = (operand1 < operand2) ? 1 : 0;
			end
			5'b01100: begin
				ALU_out_temp = (operand1 <= operand2) ? 1 : 0;
				cond_flag_temp = (operand1 <= operand2) ? 1 : 0;
			end
			5'b01101: begin
				ALU_out_temp = 1;
				cond_flag_temp = 1;
			end
			5'b01110: begin
				ALU_out_temp = (operand1 != operand2) ? 1 : 0;
				cond_flag_temp = (operand1 != operand2) ? 1 : 0;
			end
			5'b01111: begin
				ALU_out_temp = (operand1 >= operand2) ? 1 : 0;
				cond_flag_temp = (operand1 >= operand2) ? 1 : 0;
			end
			5'b10000: begin
				ALU_out_temp = (operand1 > operand2) ? 1 : 0;
				cond_flag_temp = (operand1 > operand2) ? 1 : 0;
			end
			default: begin
				ALU_out_temp = 0;
				cond_flag_temp = 0;
			end
		endcase
	end
	assign ALU_out = ALU_out_temp;
	assign cond_flag = cond_flag_temp;
endmodule
File: ./run.sh
#!/bin/bash
# OpenROAD 26Q1-2900-gdf79404cd8, Yosys 0.63+post, stock flow scripts
make -C /OpenROAD-flow-scripts/flow DESIGN_CONFIG=/design/flow/config.mk WORK_HOME=/design/flow/orfs finish
==> results.cfg <==
; physical design summary
[status]
outcome = finished, final reports clean

[pwr]
power_w = 0.0002559
p_comb_share_pct = 100.0
irDropWorstVdd_uv = 13.56
power.leakage_nw = 3.144
swShare_pct = 58.01
internal-power_w = 0.0001075
power_density_mw_per_mm2 = 34.95
power_frac_seq_pct = 0
p_switching_w = 0.0001484
clkPwrFrac_pct = 0

[critical_path]
end_kind = output pin
critPathLaunch = operand2[3]
cp-start-kind = input port
cp_cell_sequence = clkdlybuf4s50_1 > inv_1 > ha_1 > and3_1 > a221o_1 > a311oi_1 > a211o_1 > a311oi_2 > a311o_1 > nor2_1 > a211oi_1 > o221ai_1 > clkdlybuf4s50_1
crit_top_cell = clkdlybuf4s50_1
slowest_stage = clkdlybuf4s50_1
worstPathArrival_ns = 7.26
crit_path_max_fanout = 12
critPathKind = in -> out
required_ns = 12.48
max_stage_delay_ns = 0.59

[hold_path]
min_path_type = in -> out
hp-start = ALU_op[0]

[final_timing]
fin_crit_sh_pct = 66.53
max_slew_margin_pct = 45.13
rsz0062_at_grt = false
setup_ws_ns = 5.221
setup_tns_ns = 0
hold_violations = 0
finalSetupViolCount = 0
slew_viol_final = 0
fmax_ghz = 0.09635
tightestPinTransition_ns = 0.8156
fin_crit_ns = 10.38

[synthesis]
top_area_share_pct = 19.35
ys_chip_area_mm2 = 0.006207
synth.area.top_cells = ha_1, a21oi_1, nor2_1
syn_area_mm2 = 0.006207
yosysTopAreaCell = ha_1
ys_types = 78
yosysWarnings = 1
synthCells = 989
seq_area_frac_synth_pct = 0
syn_area_per_cell_um2 = 6.276
ys_cells = 989

[drt]
antenna_left = 0
via_per_inst = 6.350
wl_per_cell_um = 20.89
drc = 0
vias = 7785
drt-pass1-iter-count = 5
drt-total-wl_um = 25610
drt_iter0_drc = 695
antenna_cells_inserted = 0

[place]
dp_worst_setup_slack_ns = 5.370
dp.cells = 1226
portBuffers = 102
dp_hpwl_um = 19510
gp_congestion = 1.056

[die]
initCoreUtil_pct = 40.98
rows = 45
die_y_um = 126.6
core_area_mm2 = 0.01515
ios = 102
die_x_um = 126.6
dieArea_mm2 = 0.01602

[job]
warning_count = 96
timing.max_cap.violations = 0

[finish]
fin_util_pct = 48.34
synthToLayoutAreaGrowth_pct = 17.96
post_route_cells_drive_above_1_share_pct = 4.143
n_fill_cell = 1583
lay_top_count = nor2_1
layout_top_cells = nor2_1, clkdlybuf4s50_1, inv_1
seq_cells = 0
nClkBuffers = 0
final_cells = 1226
regArea_um2 = 0

[grt]
antenna_found_initial = 0
grt-ovfl-total = 0
grt_pass1_vias = 7147
grt_start_max_net_pins = 45
grt.total_usage_pct = 32.07
grt_pass1_wl_um = 39820

[cts]
post_cts_resized = 0
hold_buffers = 0
cts_setup_buffers = 0
cell usage after synthesis (all sizes together), types with 8 or more instances:
master,instances
a211oi,12
a21o,18
a21oi,82
a221o,9
a221oi,27
a22oi,10
a311oi,8
a31oi,13
buf,13
clkbuf,59
ha,96
inv,100
mux2i,12
nand2,95
nand2b,9
nand3,22
nor2,105
nor2b,13
nor3,28
nor4,11
o211ai,17
o21ai,74
o21bai,9
o221ai,17
o22ai,11
o31ai,9
or3,9
power groups by stage:
stage         logic [W]  registers [W]  clock network, W
finish         0.000256              0                 0
global route   0.000279              0                 0
CTS            0.000252              0                 0
worst max-delay path: cells and delay by family:
family          cells  cell delay, ns
buf+inv             3            1.14
fa+ha+maj           1            0.50
compound gates      7            2.21
simple gates        2            0.29
metal layers:
metal | routed length (um) | track usage, %
met4 | 1196 | 14.10
met5 | 0 | 0
met2 | 11360 | 50.80
met1 | 10660 | 42.91
met3 | 2396 | 5.458
cell type report:
| type | count | area, um2 | area share [%] |
|---|---|---|---|
| Multi-Input combinational cell | 816 | 5549 | 75.79 |
| Timing Repair Buffer | 121 | 1159 | 15.82 |
| Tap cell | 188 | 235.2 | 3.213 |
| Inverter | 101 | 379.1 | 5.178 |
metrics by stage:
step | hold WS (ns) | cell area, um2
after floorplan | 6.328 | 6207
after global placement | 7.403 | 7322
after detailed placement | 7.409 | 7322
after CTS | 7.412 | 7322
after global routing | 7.475 | 7322
final | 7.413 | 7322
kinds of logic (layout without fill, tap and decap cells):
family | after synthesis | after routing | synth area share (%)
compound gates | 373 | 373 | 41.85
simple gates | 329 | 329 | 24.93
buf+inv | 173 | 222 | 10.72
fa+ha+maj | 98 | 98 | 20.00
mux | 12 | 12 | 1.935
xor+xnor | 4 | 4 | 0.5645
path summary, 6_finish.rpt:
path           to  slack (ns)  cells past startpoint
max   ALU_out[24]        5.22                     13
min    ALU_out[1]        7.41                      5
Power figures rest on the tool's default switching activity, not on a simulated workload.
