==> ./design.v <==
module EMBuffer(
	clk,
	reset,
	wrt_en,
	incPC_E,
	src1Index_E,
	src2Index_E,
	ALUresult_E,
	src1Data_E,
	src2Data_E,
	destIndex_E,
	i_op_E,
	memWrtEn_E,
	regFileMux_E,
	regWrtEn_E,
	incPC_M,
	src1Index_M,
	src2Index_M,
	ALUresult_M,
	src1Data_M,
	src2Data_M,
	destIndex_M,
	i_op_M,
	memWrtEn_M,
	regFileMux_M,
	regWrtEn_M,
	noop_E,
	noop_M,
	pc_sel_E,
	pc_sel_M,
	cond_flag_E,
	cond_flag_M,
	signExtImm_E,
	signExtImm_M
	);
	parameter DBITS = 32;
	parameter REGNO = 4;
	parameter OPNO = 4;
	input noop_E;
	output reg noop_M;
	input[1:0] pc_sel_E;
	output reg[1:0] pc_sel_M;
	input cond_flag_E;
	output reg cond_flag_M;
	input [31:0] signExtImm_E;
	output reg [31:0] signExtImm_M;
	input clk, reset, wrt_en;
	input [DBITS - 1 : 0] incPC_E, ALUresult_E, src1Data_E, src2Data_E;
	output reg [DBITS - 1 : 0] incPC_M, ALUresult_M, src1Data_M, src2Data_M;
	input [OPNO - 1 : 0] i_op_E;
	output reg [OPNO - 1 : 0] i_op_M;
	input [REGNO - 1 : 0] src1Index_E, src2Index_E, destIndex_E;
	output reg [REGNO - 1 : 0] src1Index_M, src2Index_M, destIndex_M;
	input memWrtEn_E, regWrtEn_E;
	output reg memWrtEn_M, regWrtEn_M;
	input [1 : 0] regFileMux_E;
	output reg [1 : 0] regFileMux_M;
	always @(posedge clk) begin
		if (reset) begin
			memWrtEn_M <= 1'b0;
			regWrtEn_M <= 1'b0;
		end
		else if (wrt_en) begin
			incPC_M <= incPC_E;
			ALUresult_M <= ALUresult_E;
			src1Data_M <= src1Data_E;
			src2Data_M <= src2Data_E;
			i_op_M <= i_op_E;
			src1Index_M <= src1Index_E;
			src2Index_M <= src2Index_E;
			destIndex_M <= destIndex_E;
			memWrtEn_M <= memWrtEn_E;
			regWrtEn_M <= regWrtEn_E;
			regFileMux_M <= regFileMux_E;
			noop_M <= noop_E;
			pc_sel_M <= pc_sel_E;
			cond_flag_M <= cond_flag_E;
			signExtImm_M <= signExtImm_E;
		end
	end
endmodule
==> ./run.sh <==
#!/bin/bash
# OpenROAD 26Q1-2900-gdf79404cd8, Yosys 0.63+post, stock flow scripts
make -C /OpenROAD-flow-scripts/flow DESIGN_CONFIG=/design/flow/config.mk WORK_HOME=/design/flow/orfs finish
==> ./config.mk <==
export PLATFORM = sky130hd
export DESIGN_NAME = EMBuffer
export DESIGN_NICKNAME = EMBuffer
export VERILOG_FILES = /design/flow/design.v
export SDC_FILE = /design/flow/constraint.sdc
export NUM_CORES = 4
export LEC_CHECK = 1
export CORE_AREA = 10 10 246 246
export DIE_AREA = 0 0 256 256
==> ./constraint.sdc <==
current_design EMBuffer

set clk_period 22.1
set clk_io_pct 0.2

create_clock -name clk0 -period $clk_period [get_ports {clk}]

set non_clock_inputs [all_inputs -no_clocks]
set_input_delay [expr $clk_period * $clk_io_pct] -clock clk0 $non_clock_inputs
set_output_delay [expr $clk_period * $clk_io_pct] -clock clk0 [all_outputs]
==> flow_summary_export.csv <==
group,metric,value,unit
status,outcome,"completed",
routing,drt-initial-drc-count,113,
worst_setup_path,start_kind,"input pin",
final_timing,max_freq,0.1461,GHz
final_timing,period_needed,6843,ps
global_routing,grt_pass1_vias,3783,
flow_run,openroad.warnings,25,
cells_and_area,drive_gt1_frac,0.05892,
routing,ant_nets,0,
cells_and_area,nFillCells,5967,
pwr,ir_worst_vdd,55.46,uV
synthesis,ys_seq_frac,0.9939,
pwr,powerDensity,73.78,mW/mm^2
clock_network,clk_latency,470,ps
die,coreArea,0.05509,mm^2
final_timing,hold_viol,0,
placement,gp_congestion,0.8134,
worst_setup_path,path_max_fanout,56,
hold_path,hp-start,"regWrtEn_M$_SDFFE_PP0P_",
pwr,leakage,3.487,nW
synthesis,ys_ff,184,
clock_network,cts_tree,"yes",
pwr,p_total,795.1,uW
synthesis,yosys-stat-area,0.005539,mm^2
placement,portBuffers,370,
routing,drt-wirelength-per-cell,14.98,um
worst_setup_path,ff2ff_path_depth,2,
die,chipArea,0.06554,mm^2
die,dieHeight,256,um
clock_network,clk_pin_slew,70,ps
worst_setup_path,timing.rr.start,"memWrtEn_M$_SDFFE_PP0P_",
routing,drt_pass1_iterations,4,
die,std_cell_rows,86,
placement,dpl.cell_count,1310,
worst_setup_path,rrSetupSlack,21490,ps
global_routing,grt-ovfl-total,0,
worst_setup_path,cp-startpoint,"wrt_en",
synthesis,avgSynthCellArea,29.31,um^2
synthesis,yosys_warnings,1,
final_timing,tightest_slew,758.3,ps
final_timing,finalCritPeriodShare,0.3096,
global_routing,grt_pass1_wl,28370,um
synthesis,syn_area,0.005539,mm^2
worst_setup_path,critPathCaptureType,"flop",
final_timing,clock_skew,0,ps
cells_and_area,syn_to_final_growth,94.56,%
final_timing,max_slew_margin,0.4945,
global_routing,grt.total_usage,0.06099,
cells_and_area,lay_top_cells,"clkdlybuf4s50_1, edfxtp_1, clkbuf_16, inv_8",
final_timing,slew_viol_final,0,
clock_network,cts_resized,0,
clock_network,postCtsHoldBufs,0,
synthesis,ys_types,5,
worst_setup_path,crit-reg2reg-capture,"memWrtEn_M$_SDFFE_PP0P_",
clock_network,post_cts_buffers,0,
cells_and_area,lay_top_count,"clkdlybuf4s50_1",
die,die_width,256,um
final_timing,tns,0,ps
synthesis,ys_cells,189,
worst_setup_path,cp.arrival,6940,ps
worst_setup_path,crit_end,"ALUresult_M[15]$_DFFE_PP_",
routing,drt-total-wl,20130,um
hold_path,hold_class,"flop to flop",
clock_network,htree_levels,4,
worst_setup_path,crit_required,22200,ps
global_routing,antenna_found_initial,13,
clock_network,cts_num_sinks,184,
worst_setup_path,criticalPathCategory,"input pin to flop",
clock_network,cts_root_buffer,"clkbuf_16",
final_timing,rsz0062_at_grt,"no",
die,io_pins,371,
die,fp-utilization,0.1005,
routing,num_vias,3490,
routing,vias_per_cell,2.597,
global_routing,grt_max_degree,57,
clock_network,cts_buffer_depth,2,
cells_and_area,final_cells,1344,
routing,drc_errors,0,
placement,hpwl,16090,um
flow_run,drv_cap,0,
synthesis,synthCells,189,
clock_network,cts_made_buffers,17,
final_timing,setup_violations,0,
-- cell usage after synthesis --
| cell | count | share of area |
|---|---|---|
| mux2i_1 | 2 | 0.0036 |
| nor2_1 | 2 | 0.0014 |
| edfxtp_1 | 182 | 0.99 |
| dfxtp_1 | 2 | 0.0072 |
| nor2b_1 | 1 | 0.0011 |
-- report_power, final --
group / leakage [nW] / switching (mW) / internal [mW]
Combinational: 1.48 / 0.0185 / 0.0635
Clock: 0.278 / 0.148 / 0.149
Sequential: 1.72 / 0.00605 / 0.409
-- through the flow --
step | setup WS [ps] | instance area [um^2] | util | hold slack [ps]
floorplan | 8869 | 5539 | - | 436.5
global placement | 14740 | 10210 | 0.1853 | 474.6
detailed placement | 14720 | 10210 | 0.1853 | 495.7
CTS | 15260 | 10770 | 0.1955 | 517.8
global route | 15100 | 10770 | 0.1955 | 553.2
finish | 15260 | 10780 | 0.1956 | 511.0
-- cell type report --
| class | instances | area [um^2] | area share |
|---|---|---|---|
| clock buffer | 18 | 429.2 | 0.03982 |
| timing repair buffer | 373 | 3726 | 0.3458 |
| multi-input combinational | 5 | 41.29 | 0.003831 |
| sequential | 184 | 5505 | 0.5109 |
| clock inverter | 14 | 133.9 | 0.01242 |
| antenna | 2 | 5.005 | 0.0004644 |
| tap | 748 | 935.9 | 0.08685 |
-- worst max-delay path, cell delays in order --
cell and delay (ps):
clkdlybuf4s50_1 530, nor2b_4 540, buf_4 680, buf_4 660
-- kinds of logic (layout without fill, tap and decap cells) --
kind of cell / after synthesis / in the layout / share of synthesized area
buf+inv: 0 / 405 / 0
flops: 184 / 184 / 0.9939
mux: 2 / 2 / 0.003614
other cells: 0 / 2 / 0
simple gates: 3 / 3 / 0.002486
-- flip-flops by register name, indices dropped and copies added, names as in the netlist --
name,cells
src2Index_M,4
incPC_M,32
ALUresult_M,32
regFileMux_M,2
src1Data_M,32
src2Data_M,32
memWrtEn_M,1
cond_flag_M,1
destIndex_M,4
regWrtEn_M,1
pc_sel_M,2
signExtImm_M,32
i_op_M,4
src1Index_M,4
noop_M,1
-- worst min-delay path by stage --
stage,depth (start not counted),endpoint
6_report,2,regWrtEn_M$_SDFFE_PP0P_
4_1_cts,2,regWrtEn_M$_SDFFE_PP0P_
5_1_grt,2,regWrtEn_M$_SDFFE_PP0P_
-- layer usage --
metal | vias up | wire (um) | track usage
li1 | 1562 | - | -
met1 | 1608 | 7256 | 0.06452
met2 | 270 | 8573 | 0.08868
met3 | 34 | 3825 | 0.05829
met4 | 16 | 368 | 0.008596
met5 | - | 104 | 0
Power is estimated from default activity; no workload was simulated.
