## ./run.sh

```bash
#!/bin/bash
# OpenROAD 26Q1-2900-gdf79404cd8, Yosys 0.63+post, stock flow scripts
make -C /OpenROAD-flow-scripts/flow DESIGN_CONFIG=/design/flow/config.mk WORK_HOME=/design/flow/orfs finish
```

## ./config.mk

```make
export PLATFORM = sky130hd
export DESIGN_NAME = RegFile
export DESIGN_NICKNAME = RegFile
export VERILOG_FILES = /design/flow/design.v
export SDC_FILE = /design/flow/constraint.sdc
export NUM_CORES = 4
export LEC_CHECK = 1
export CORE_UTILIZATION = 50
```

## ./constraint.sdc

```tcl
current_design RegFile

set clk_period 5.9
set clk_io_pct 0.2

create_clock -name clk0 -period $clk_period [get_ports {clk}]

set non_clock_inputs [all_inputs -no_clocks]
set_input_delay [expr $clk_period * $clk_io_pct] -clock clk0 $non_clock_inputs
set_output_delay [expr $clk_period * $clk_io_pct] -clock clk0 [all_outputs]
```

## ./design.v

```verilog
module RegFile (r_addr1, d_out1, r_addr2, d_out2, w_addr, d_in, wrt_en, clk);
	parameter DATA_BITS = 32;
	parameter ADDRESS_BITS = 4;
	parameter WORDS = (1 << ADDRESS_BITS);
	reg [(DATA_BITS - 1) : 0] mem [(WORDS - 1) : 0];
	input clk;
	input [ADDRESS_BITS - 1 : 0] r_addr1;
	output wire [DATA_BITS - 1 : 0] d_out1;
	input [ADDRESS_BITS - 1 : 0] r_addr2;
	output [DATA_BITS - 1 : 0] d_out2;
	input [ADDRESS_BITS - 1 : 0] w_addr;
	input [DATA_BITS - 1 : 0] d_in;
	input wrt_en;
	always @ (posedge clk) begin
		if (wrt_en)
			mem[w_addr] = d_in;
	end
	assign d_out1 = mem[r_addr1];
	assign d_out2 = mem[r_addr2];
endmodule
```

==> CHANGELOG.md <==
### Implementation results

- Status: finished, final reports clean
- Yosys cell count: approximately 1.1k
- Postcts setup bufs: 0
- Die area: 0.04667 mm^2
- Die H: 216.0 um
- Critical Path RT: roughly 4700 ps
- DRT Pass-1 Iters: 4
- Top Layout Cells: edfxtp_1, mux4_2, a22oi_1
- RSZ-0062 raised after global routing: no
- CTS tree: yes
- Hold EP: mem[9][12]
- Post-CTS Resized: 0
- Buffers on Ports: 109
- Init Core Util: 50.59%
- Mapped Cells: 1,077
- Vias: about 12k
- Final Critical Period: between 4000 and 5000 ps
- First-pass GRT wire length: between 80,000 and 90,000 um
- Mapped cell area: around 0.023 mm^2
- Standard-cell rows: between 70 and 80
- Total power: just under 8 mW
- CTS root buf: clkbuf_16
- H-tree depth: 2
- Leak Pwr: roughly 8.4 nW
- Maximum VDD drop: around 0.24 mV
- HPWL after DPL: approximately 32,000 um
- Starting DRT DRC Count: 752
- Global-route usage over all layers: ~30%
- CTS clk-pin slew, worst paths: 60 ps
- Setup tns final: 0 ps
- Final Core Density: approximately 60%
- Post-route ant nets: 0
- # hold bufs at CTS: 0
- Largest net degree at the start of global routing: 63
- Congestion Overflow GR: 0
- TritonCTS Sinks: ~510
- Arrival time at the worst endpoint: approximately 3600 ps
- Tool warnings: 25
- Antenna violations before repair: 2
- Slew Limit Headroom: between 40% and 50%
- HP Class: in2reg
- Synth-to-Final Area Change: 16.03%
- Clock tree buffer depth: 3
- Synth Warn #: 1
- Layout fillers: ~3.3k
- Die W: roughly 220 um
- Final wirelength: between 50,000 and 60,000 um
- Max reg flops: 512
- Cell Type Count: 16
- HP Start: d_in[12]
- Fin. Hold Viols: 0
- Core Area: ~0.045 mm^2
- Worst slew pin tran: approximately 870 ps
- CP Max Fanout: 17
- CP Capture Type: output pin
- Synth Area per Inst: between 20 and 25 um^2
- Most frequent logic cell in the layout: edfxtp_1
- Post-layout period usage: between 80% and 90%
- Critical path startpoint category: input pin
- DRC errors left: 0
- Register share after synthesis: 67.12%
- Vias per cell: roughly 6.6
- Final Wtd Congestion: roughly 0.81
- IO Count: 110
- TritonCTS Buffers: roughly 54
- Min-Delay Path Depth: 1
- Synth flops: just over 500
- Layout cells sized above 1: between 30% and 40%
- Mean routed wirelength per cell: about 31 um
- Power per Cell Area: 299.2 mW/mm^2
- Max Cap Viol: 0
- Slew Viols, Final: 0
- Vias in the first global route: ~14k
- Endpoints failing setup: 0
- Yosys synthesis chip area: roughly 0.023 mm^2
- Critical path class: in2out
- Max Clk Rate: around 210 MHz
[synth_stat cells]
master | n | area share, %
a22oi_1 | 128 | 4.2
buf_2 | 16 | 0.35
nand3_1 | 1 | 0.022
nand2_1 | 65 | 1.1
or3b_2 | 1 | 0.038
nor2_1 | 14 | 0.23
buf_1 | 13 | 0.21
nor2b_1 | 4 | 0.11
nor3_1 | 4 | 0.087
nand3b_1 | 2 | 0.066
buf_4 | 18 | 0.59
edfxtp_1 | 512 | 67
clkbuf_1 | 39 | 0.64
mux4_2 | 256 | 25
and2_1 | 2 | 0.055
nand2b_1 | 2 | 0.055
[where the power goes]
group	total [mW]	switching [mW]	internal (mW)
logic	0.715	0.354	0.361
registers	4.11	0.0267	4.08
clock network	3.13	1.37	1.76
total	7.95	1.75	6.21
[per-stage QoR]
step	cell area [um^2]	setup WS (ps)	std cells	hold slack [ps]
floorplan	22910	1540	1077	1279
global placement	24960	1160	1747	2101
detailed placement	24960	1167	1747	2125
CTS	26570	1157	1846	1468
global route	26570	1058	1846	1521
finish	26580	1158	1848	1502
[worst max-delay path by stage]
stage	startpoint	to	slack (ps)	depth (start not counted)
CTS	r_addr2[2]	d_out2[0]	1160	6
global route	r_addr1[0]	d_out1[6]	1060	6
finish	r_addr2[2]	d_out2[25]	1160	6
[logic make-up after synthesis]
| family | Yosys count | share of synthesized area (%) |
|---|---|---|
| and+or+nand+nor | 95 | 1.726 |
| DFF | 512 | 67.12 |
| buffers and inverters | 86 | 1.792 |
| AOI/OAI and AO/OA | 128 | 4.195 |
| muxes | 256 | 25.17 |
[final cells by class]
| type | instances | area [um^2] | share of cell area, % |
|---|---|---|---|
| Timing Repair Buffer | 156 | 1556 | 5.856 |
| Clock buffer | 67 | 1400 | 5.268 |
| Clock inverter | 32 | 211.5 | 0.7956 |
| Sequential cell | 512 | 15370 | 57.85 |
| Multi-Input combinational cell | 479 | 7279 | 27.39 |
| Antenna cell | 2 | 5.005 | 0.01883 |
| Tap cell | 600 | 750.7 | 2.825 |
[metal layers]
metal  GRT usage [%]  part of all wire, %
met4           6.573                  2.9
met3           20.58                   16
met2           42.79                   49
met1           39.24                   32
met5               0                0.027
[critical path, cell delays in order]
cell and delay (ps):
clkdlybuf4s50_1 530, nor2_4 700, buf_4 390, a22oi_1 130, nand2_1 130, clkdlybuf4s50_1 490
Power is estimated from default activity; no workload was simulated.
